[flow/run.sh]
#!/bin/bash
# OpenROAD 26Q1-2900-gdf79404cd8, Yosys 0.63+post, stock flow scripts
make -C /OpenROAD-flow-scripts/flow DESIGN_CONFIG=/design/flow/config.mk WORK_HOME=/design/flow/orfs finish
[flow/config.mk]
export PLATFORM = sky130hd
export DESIGN_NAME = osc
export DESIGN_NICKNAME = osc
export VERILOG_FILES = /design/flow/design.v
export SDC_FILE = /design/flow/constraint.sdc
export NUM_CORES = 4
export LEC_CHECK = 1
export CORE_UTILIZATION = 40
[flow/constraint.sdc]
current_design osc

set clk_period 4.1
set clk_io_pct 0.2

create_clock -name clk0 -period $clk_period [get_ports {CLK}]

set non_clock_inputs [all_inputs -no_clocks]
set_input_delay [expr $clk_period * $clk_io_pct] -clock clk0 $non_clock_inputs
set_output_delay [expr $clk_period * $clk_io_pct] -clock clk0 [all_outputs]
[flow/design.v]
module osc(	CLK,
			RESET,
			MCU_Read,
			SRAM_WE_n,
			SRAM_Data,
			SRAM_Add,
			ADC_CLK,
			ADC1_Data,
			ADC2_Data,
			ADC_GetFreq,
			Trig_In,
			Sample_Finish,
			Time_Sel);
input CLK;
input RESET;
reg   RESETLast;
input MCU_Read;  
reg   MCU_ReadLast;
output Sample_Finish;
reg    Sample_Finish;
reg [2:0]  Trig_Type;
reg    Sample_Start;
input [1:0] Trig_In;
reg   [1:0] Trig_InLast;
output SRAM_WE_n;
reg    SRAM_WE_n;
output [15:0] SRAM_Data;
reg    [15:0] SRAM_Data;    
output [17:0] SRAM_Add;
reg    [17:0] SRAM_Add;
output ADC_CLK;
reg    ADC_CLK;
input [7:0] ADC1_Data;
input [7:0] ADC2_Data;
input       ADC_GetFreq;  
reg         ADC_GetFreqLast;
reg   [2:0] ADC_GetFreqCnt;
reg  [23:0] ADC1_Freq;
reg  [23:0] ADC2_Freq;
reg   [1:0] ADC1_FreqFlag;
reg   [1:0] ADC2_FreqFlag;
input[4:0] Time_Sel;
reg[23:0]  Time_Counter;
reg[23:0]  Time_CntMax;
always @ (posedge CLK) begin
	RESETLast <= RESET;
	if(RESET == 1'B0 && RESETLast == 1'B1) begin
		case(Time_Sel)
			5'D00 : Time_CntMax <= 24'D0_000_000;
			5'D01 : Time_CntMax <= 24'D0_000_001;
			5'D02 : Time_CntMax <= 24'D0_000_002;
			5'D03 : Time_CntMax <= 24'D0_000_005;
			5'D04 : Time_CntMax <= 24'D0_000_010;
			5'D05 : Time_CntMax <= 24'D0_000_020;
			5'D06 : Time_CntMax <= 24'D0_000_050;
			5'D07 : Time_CntMax <= 24'D0_000_100;
			5'D08 : Time_CntMax <= 24'D0_000_200;
			5'D09 : Time_CntMax <= 24'D0_000_500;
			5'D10 : Time_CntMax <= 24'D0_001_000;
			5'D11 : Time_CntMax <= 24'D0_002_000;
			5'D12 : Time_CntMax <= 24'D0_005_000;
			5'D13 : Time_CntMax <= 24'D0_010_000;
			5'D14 : Time_CntMax <= 24'D0_020_000;
			5'D15 : Time_CntMax <= 24'D0_050_000;
			5'D16 : Time_CntMax <= 24'D0_100_000;
			5'D17 : Time_CntMax <= 24'D0_200_000;
			5'D18 : Time_CntMax <= 24'D0_500_000;
			default : Time_CntMax <= 24'D0_000_100;
		endcase
	end
	else begin
		case(Time_Sel)
			5'D00 : Trig_Type <= 3'D0;   
			5'D01 : Trig_Type <= 3'D1;   
			5'D02 : Trig_Type <= 3'D2;   
			5'D03 : Trig_Type <= 3'D3;   
			5'D04 : Trig_Type <= 3'D4;   
			default : Trig_Type <= 2'D0;  
		endcase
	end
end
always @ (posedge CLK) begin
	Trig_InLast <= Trig_In;
	case(Trig_Type)
		3'D0 : Sample_Start <= 1'B1;
		3'D1 : if(Trig_InLast[0] == 1'B0 && Trig_In[0] == 1'B1) Sample_Start <= 1'B1;
		3'D2 : if(Trig_InLast[0] == 1'B1 && Trig_In[0] == 1'B0) Sample_Start <= 1'B1;
		3'D3 : if(Trig_InLast[1] == 1'B0 && Trig_In[1] == 1'B1) Sample_Start <= 1'B1;
		3'D4 : if(Trig_InLast[1] == 1'B1 && Trig_In[1] == 1'B0) Sample_Start <= 1'B1;
		default : Sample_Start <= 1'B1;
	endcase
	MCU_ReadLast <= MCU_Read;
	if(MCU_ReadLast == 1'B0 && MCU_Read == 1'B1) begin  
		if(Sample_Finish == 1'B1) begin
			SRAM_Add <= SRAM_Add + 1'B1;
			SRAM_WE_n = 1'B1;
		end
	end
	else begin  
		if(RESET == 1'B0) begin
			Time_Counter <= 24'D0;
			Sample_Finish <= 1'B0;
			ADC_CLK <= 1'B0;
			SRAM_Add <= 18'D0;
			Sample_Start <= 1'B0;
			ADC1_Freq <= 24'D0;
			ADC2_Freq <= 24'D0;
			ADC1_FreqFlag <= 2'D0;
			ADC2_FreqFlag <= 2'D0;
			ADC_GetFreqCnt <= 3'D0;
		end
		else begin
			if(Sample_Finish == 1'B0 && Sample_Start == 1'B1) begin
				if(SRAM_Add > 1023) begin  
					Sample_Finish <= 1'B1;
					SRAM_Data <= 16'BZZZZ_ZZZZ_ZZZZ_ZZZZ;
					SRAM_Add <= 18'D0;  
				end
				else begin  
					if(Time_Counter < Time_CntMax) Time_Counter <= Time_Counter + 1'B1;
					else begin
						Time_Counter <= 24'D0;
						ADC_CLK <= ~ADC_CLK;
						if(ADC_CLK == 1'B1) begin  
							SRAM_WE_n <= 1'B0;
							SRAM_Data <= {ADC2_Data, ADC1_Data};
							SRAM_Add <= SRAM_Add + 1'B1;
						end
					end
				end
			end
			if(Trig_In[0] == 1'B1 && Trig_InLast[0] == 1'B0) begin  
				if(ADC1_FreqFlag < 2'D2) ADC1_FreqFlag <= ADC1_FreqFlag + 1'B1;
			end
			if(ADC1_FreqFlag == 1'B1) ADC1_Freq <= ADC1_Freq + 1'B1;
			if(Trig_In[1] == 1'B1 && Trig_InLast[1] == 1'B0) begin  
				if(ADC2_FreqFlag < 2'D2) ADC2_FreqFlag <= ADC2_FreqFlag + 1'B1;
			end
			if(ADC2_FreqFlag == 1'B1) ADC2_Freq <= ADC2_Freq + 1'B1;
			ADC_GetFreqLast <= ADC_GetFreq;
			if(ADC_GetFreqLast == 1'B0 && ADC_GetFreq == 1'B1) begin  
				ADC_GetFreqCnt <= ADC_GetFreqCnt + 1'B1;
				SRAM_WE_n <= 0;
				SRAM_Data <= 16'D0;
				case(ADC_GetFreqCnt)
					3'D0 : SRAM_Data <= (ADC1_FreqFlag == 2'D2) ? 16'D1 : 16'D0;
					3'D1 : SRAM_Data <= ADC1_Freq[15:0];
					3'D2 : SRAM_Data <= {8'D0, ADC1_Freq[17:16]};
					3'D3 : SRAM_Data <= (ADC2_FreqFlag == 2'D2) ? 16'D1 : 16'D0;
					3'D4 : SRAM_Data <= ADC2_Freq[15:0];
					3'D5 : begin
						SRAM_Data <= {8'D0, ADC2_Freq[17:16]};
						ADC_GetFreqCnt <= 3'D0;
					end
				endcase
			end
		end
	end
end
endmodule
==> job_summary.md <==
### Flow metrics

| Metric | Value |
|---|---|
| Buffers on Ports | 63 |
| Worst hold path type | reg -> reg |
| IO Count | 64 |
| Die span in y | 136 µm |
| Gate Count Post-Synth | 664 |
| Leak pwr | 0.00317 µW |
| Pins over their slew limit | 0 |
| Post-Syn Area | 0.00720 mm² |
| Crit path launch | Time_Counter[15]$_SDFFCE_PP0P_ |
| Setup TNS | 0 ns |
| Final std cells w/o fill | 973 |
| Post-CTS setup buffers | 0 |
| Peak VDD IR | 290 µV |
| CTS tree | yes |
| Hold Startpoint | ADC1_FreqFlag[0]$_SDFFCE_PN0P_ |
| Sink Count | 133 |
| Hold-fix buffers, CTS | 0 |
| CTS root buf | clkbuf_16 |
| GP Congestion | 0.842 |
| Hold path depth | 1 |
| Synthesis Warnings | 2 |
| Vias in the first global route | 4719 |
| Outcome | finished, final reports clean |
| Gate Area | 0.00303 mm² |
| Cell Pwr Density | 403 mW/mm² |
| Distinct cell type count after synthesis | 49 |
| Slew headroom | 0.482 |
| Crit-path slowest cell | or4_4 |
| Starting DRT DRC Count | 291 |
| Area Overhead vs Synth | 20.5% |
| Placed cells | 942 |
| CP peak stage delay | 0.50 ns |
| Mean Syn Cell Area | 10.8 µm² |
| Tmin final | 2.72 ns |
| Final setup violating endpoints | 0 |
| Die X | 136 µm |
| # resized after CTS | 0 |
| Routed len/inst | 14.3 µm |
| Crit path launch type | flop |
| Worst Skew | 0.0109 ns |
| R2R Path Start | Time_Counter[15]$_SDFFCE_PP0P_ |
| Final-report hold violation count | 0 |
| Unrepaired setup endpoints after global routing | false |
| Post-DR vias/cell | 5.06 |
| Power, Total | 3490 µW |
| Share of cells above drive strength 1 | 0.0655 |
| GRT Overall Usage | 0.166 |
| Fin util | 0.498 |
| Register clock-pin slew on the reported worst setup and hold paths | 0.05 ns |
| Synth Register Bits | 133 |
| Top cells excl fill/tap | edfxtp_1 (128), clkdlybuf4s50_1 (63), nor2_1 (57), nand2_1 (57), inv_1 (43) |
| FMAX | 367 MHz |
| Reg2reg path depth | 7 |
| DR pass1 iterations | 4 |
| Critical-path cell list | ha_1 -> nand4_1 -> or4_4 -> or2_0 -> o221a_2 -> a31oi_2 -> buf_4 |
| Row count | 48 |
| Late-Pin Clk Latency | 0.41 ns |
| Final ANT Viol Nets | 0 |
| Initial antenna violation count | 0 |
| Largest net degree at the start of global routing | 53 |
| Post-DP HPWL | 9.80 mm |
| CP delay by family, top | simple AND/OR/NAND/NOR gates |
| Total grt overflow | 0 |
| Post-synth area from yosys stat | 0.00720 mm² |
| CP Depth | 7 |
| Tool Warnings | 34 |
| Dominant register cell | edfxtp_1 |
| Max Cap Viol | 0 |
| # Cells Yosys | 664 |
| Number of enable flip-flop cells | 128 |
| Num CTS Buffers | 17 |
| CP bufs+invs | 1 |
| Commonest Layout Cell | edfxtp_1 |
| H-tree Lvls | 4 |
| WP data arrival | 2.82 ns |
| Fin crit share | 0.664 |
| CP max FO | 18 |
| FP Util | 0.413 |
| CTS max path bufs | 2 |
| Actual slew at the worst max-slew pin | 0.771 ns |
| Routed vias | 4919 |
| Post-detailed-routing wire length | 13.9 mm |
| First-pass GRT wire length | 22.9 mm |
| Chip Area | 0.0185 mm² |
| Crit path kind | reg -> reg |
| Residual DRC | 0 |
| Filler cells | 1518 |
| Core area | 0.0174 mm² |
| Async SR Flop Fraction | 0 |
| ANT cells | 0 |
| Crit path required time | 4.19 ns |
| Register area | 0.00394 mm² |
| Seq/Total Area, Yosys | 0.548 |
| Crit. End Element | flop |
## state kept, by name, indices dropped and copies added (netlist names), named ones only
register	cells
ADC1_FreqFlag	2
RESETLast	1
Sample_Start	1
ADC2_FreqFlag	2
ADC1_Freq	18
Trig_InLast	2
SRAM_Add	18
Time_CntMax	19
SRAM_WE_n	1
ADC_GetFreqCnt	3
Sample_Finish	1
Time_Counter	24
SRAM_Data	16
ADC_CLK	1
ADC2_Freq	18
ADC_GetFreqLast	1
MCU_ReadLast	1
## per-layer routing
metal | wire (µm) | vias to the layer above | global-route usage
li1 | - | 2524 | -
met1 | 6520 | 2283 | 0.256
met2 | 6550 | 104 | 0.259
met3 | 717 | 8 | 0.0403
met4 | 136 | 0 | 0.0198
met5 | 0 | - | 0
## logic make-up after synthesis
logic type | after synthesis | share of synthesized area
XOR/XNOR | 59 | 0.0718
AND/OR/NAND/NOR | 261 | 0.186
flip-flops | 133 | 0.548
buffers and inverters | 66 | 0.0348
other | 1 | 0.000521
AND-OR/OR-AND | 103 | 0.0885
multiplexers | 5 | 0.00748
adder cells (fa/ha/maj) | 36 | 0.0626
## cell usage after synthesis (4+ instances only)
| master | number | area (µm²) |
|---|---|---|
| nor2b_1 | 17 | 106 |
| or3_1 | 6 | 37.5 |
| a22oi_1 | 15 | 113 |
| ha_1 | 36 | 450 |
| nand2_1 | 57 | 214 |
| and2_1 | 37 | 231 |
| a21oi_1 | 26 | 130 |
| nand4_1 | 16 | 100 |
| edfxtp_1 | 128 | 3840 |
| clkbuf_1 | 20 | 75.1 |
| and3_1 | 13 | 81.3 |
| dfxtp_1 | 5 | 100 |
| and4_1 | 7 | 61.3 |
| nand2b_1 | 6 | 37.5 |
| nor3_1 | 11 | 55.1 |
| xor2_1 | 19 | 166 |
| a21boi_0 | 4 | 30.0 |
| nor2_1 | 57 | 214 |
| nand3_1 | 23 | 115 |
| o21ai_0 | 36 | 180 |
| xnor2_1 | 40 | 350 |
| inv_1 | 43 | 161 |
## report_power, final
group          total, µW  internal, µW  switching, µW
Combinational        382           196            186
Sequential          1710          1620           96.2
Clock               1400           881            518
Total               3490          2690            800
## worst paths after layout
path | to | slack [ns]
max | SRAM_Add[3]$_DFFE_PP_ | 1.38
min | ADC1_FreqFlag[0]$_SDFFCE_PN0P_ | 0.59
max reg2reg | SRAM_Add[3]$_DFFE_PP_ | 1.38
min reg2reg | ADC1_FreqFlag[0]$_SDFFCE_PN0P_ | 0.59
## layout make-up
cell class / count / area share
Clock buffer: 20 / 0.0504
Timing Repair Buffer: 73 / 0.0814
Clock inverter: 11 / 0.0128
Sequential cell: 133 / 0.455
Multi-Input combinational cell: 468 / 0.349
Inverter: 43 / 0.0186
Tap cell: 225 / 0.0325
## worst reg2reg max path, delay by kind of cell, from the launching register on
kind	cells	cell delay, ns
AND/OR/NAND/NOR	3	0.85
flip-flops	1	0.46
AND-OR/OR-AND	2	0.47
buffers and inverters	1	0.28
adder cells (fa/ha/maj)	1	0.36
## through the flow
step	hold WS, ns	setup slack (ns)	area [µm²]
after floorplan	0.553	0.862	7210
after global placement	0.578	1.38	8120
after detailed placement	0.589	1.40	8120
after CTS	0.598	1.37	8670
after global routing	0.605	1.22	8670
final	0.595	1.38	8670
Power is estimated from default activity; no workload was simulated.
